## design.v

```verilog
module vga_controller (
	iCLK_27MHz,
	ireset_n,
	oVGA_CLK,
	oVGA_ACTIVE,  
	oVGA_HS,
	oVGA_VS,
	oVGA_SYNC,
	opixel_x,
	opixel_y
);
input iCLK_27MHz, ireset_n;
output oVGA_CLK;
output oVGA_ACTIVE, oVGA_SYNC;
output reg oVGA_HS, oVGA_VS;
output reg [9:0]opixel_x, opixel_y;
parameter	H_FRONT	=	16;
parameter	H_RETRACE	=	96;
parameter	H_BACK	=	48;
parameter	H_DISPLAY	=	640;
parameter	H_ACTIVE	=	H_BACK + H_DISPLAY;
parameter	H_TOTAL	=	H_FRONT + H_DISPLAY + H_BACK + H_RETRACE;
parameter	V_FRONT	=	10;
parameter	V_RETRACE	=	2;
parameter	V_BACK	=	33;
parameter	V_DISPLAY	=	480;
parameter	V_ACTIVE =	H_BACK + H_DISPLAY;
parameter	V_TOTAL	=	V_FRONT + V_DISPLAY + V_BACK + V_RETRACE ;
assign oVGA_CLK = iCLK_27MHz;
assign oVGA_SYNC = 1'b1;  
assign oVGA_ACTIVE = ( (opixel_x > H_BACK & opixel_x < H_ACTIVE) & (opixel_y > V_BACK & opixel_y < V_ACTIVE) );
always @(posedge oVGA_CLK or negedge ireset_n) begin
	if (!ireset_n) begin
		opixel_x = 0;
		oVGA_HS = 1'b1;
	end
	else begin
		if (opixel_x < H_TOTAL)
			opixel_x = opixel_x + 1'b1;
		else 
			opixel_x = 0;
		if(opixel_x == H_FRONT + H_DISPLAY + H_BACK - 1)			 
			oVGA_HS	=	1'b0;
		if(opixel_x == H_FRONT + H_DISPLAY + H_BACK + H_RETRACE - 1)	 
			oVGA_HS	=	1'b1;
	end
end
always @(posedge oVGA_HS or negedge ireset_n) begin
	if (!ireset_n) begin
		opixel_y = 0;
		oVGA_VS = 1'b1;
	end
	else begin
		if (opixel_y < V_TOTAL)
			opixel_y = opixel_y + 1'b1;
		else begin
			opixel_y = 0;
		end
		if(opixel_y == V_FRONT + V_DISPLAY + V_BACK - 1)	 
			oVGA_VS	=	1'b0;
		if(opixel_y == V_FRONT + V_DISPLAY + V_BACK + V_RETRACE - 1)	 
			oVGA_VS	=	1'b1;
	end
end
endmodule 
```

## run.sh

```bash
#!/bin/bash
# OpenROAD 26Q1-2900-gdf79404cd8, Yosys 0.63+post, stock flow scripts
make -C /OpenROAD-flow-scripts/flow DESIGN_CONFIG=/design/flow/config.mk WORK_HOME=/design/flow/orfs finish
```

## config.mk

```make
export PLATFORM = sky130hd
export DESIGN_NAME = vga_controller
export DESIGN_NICKNAME = vga_controller
export VERILOG_FILES = /design/flow/design.v
export SDC_FILE = /design/flow/constraint.sdc
export NUM_CORES = 4
export LEC_CHECK = 1
export CORE_AREA = 10 10 90 90
export DIE_AREA = 0 0 100 100
```

## constraint.sdc

```tcl
current_design vga_controller

set clk_period 2.5
set clk_io_pct 0.2

create_clock -name clk0 -period $clk_period [get_ports {iCLK_27MHz}]

set non_clock_inputs [all_inputs -no_clocks]
set_input_delay [expr $clk_period * $clk_io_pct] -clock clk0 $non_clock_inputs
set_output_delay [expr $clk_period * $clk_io_pct] -clock clk0 [all_outputs]
```

==> results.txt <==
The synthesis and place-and-route flow finished, so here is a summary.

The flow ran to the end, and the final reports show no timing, DRC or antenna violations. The number of global-route vias before repair came to between 1,000 and 1,500. The post-DP HPWL is between 2000 and 2500 um. The count of instantiated cells in the yosys netlist is around 140. Per the synthesis report, the single largest cell type by area occupies around two fifths of cell area. The worst slack on hold paths came out at between 0.4 and 0.5 ns. The count of input and output buffers came out at 25.

Warnings reported by Yosys during synthesis add up to 1. The proportion of synthesized flip-flops having asynchronous set or reset came out at approximately 100%. After synthesis, flip-flops and latches occupy roughly 43% of the total area. The horizontal die dimension came out at 100 um.

The worst path arrival time came out at around 1.9 ns. The largest voltage drop on the vdd net is between 0.0003 and 0.0004 V. Across the run, the number of max-cap violations was 0. The final-layout setup total negative slack came out at 0 ns. Per the timing report, the biggest fanout along the worst path comes to 2.

The clock insertion delay at the later pin of the skew report is 0.34 ns. The power density relative to cell area is about 300 nW/um^2. The post-synthesis simple-gate area fraction came out at 20.2%. Per the final timing report, the hold violations number 0. Per the post-synthesis report, the number of cells in the design is approximately 140. The critical-path cell with the highest stage delay is clkdlybuf4s50_1. The global placer's final weighted congestion is about 0.86. For the pin with the worst max-slew slack, the measured transition is approximately 0.7 ns. Counting pins that exceed their max-slew limit in the final report gives 0. In this run the critical register-to-register path is launched from opixel_x[5].

The count of fill cells added during filler insertion came out at between 600 and 700. The post-synth design cell area came out at roughly 1300 um^2. Setup repair after global routing left no endpoint under its margin. The pre-CTS setup slack is 0.277 ns. The final timing report gives a worst setup slack of around 0.13 ns. The number of DRC violations after detailed-routing iteration 0 came out at 70.

The timing report gives the clock slew at the launch and capture registers of the worst setup and hold paths as ~0.06 ns. Per the cell usage report, the commonest logic cells after layout are clkdlybuf4s50_1, nor2_1, dfrtp_1. At the floorplan stage, the core utilization is reported as 20.5%. The routed design shows a wire length per standard cell of 13.3 um. The synthesized design contains 22 register bits. The pin count of the biggest net entering global routing is 17. The timing report gives the worst reg2reg path a setup slack of roughly 0.48 ns. The longest individual stage delay on the worst path is ~0.40 ns. The core area is about 6300 um^2.

Of the total synthesized cell area, the portion taken by AND-OR and OR-AND cells is 17.1%. For reference, the most critical setup path is categorized as clk -> out. The average instance area after synthesis is 9.34 um^2. The cell depth of the worst flop-to-flop path is 7.

The required time at the worst endpoint is listed as 2.00 ns. Across every metal layer, demand over resource in global routing totals 6.94%. The number of primary I/O pins came out at 27.

The count of endpoints without a timing constraint came out at 22. The chip occupies roughly 10,000 um^2. The routed layout has roughly 1,100 vias. The count of unclocked register or latch pins is 11. For this run, the detailed router reports a per-instance via density of around 4.5. The area growth from synthesis to final layout is 38.5%. The height of the die is approximately 100 um. The global route stage reports its total congestion overflow as 0.

Yosys reports the multiplexer fraction of the synthesized area as 0.874%. The cell that appears most often on the critical path is clkbuf_8. The total wire length after detailed routing is approximately 3300 um. Yosys attributes the largest share of cell area to dfrtp_1, nor2_1, xor2_1. The post-synthesis chip area from yosys came out at between 1000 and 1500 um^2. In the Yosys stats the netlist draws on between 40 and 50 distinct library cells. The repair_antennas step left the layout with diodes totalling 0.

The startpoint class of the critical path is a clock port. The adder-cell share of the synthesized area came out at under 10%. The proportion of layout cells with a drive suffix above 1 is 20.7%. The endpoint identified for the worst register-to-register timing path is oVGA_HS. The cell row count is 29. The count of warning messages emitted by the tools came out at 29. The initial antenna violation count is 0.

The setup skew after layout is approximately 0.0043 ns. The kind of capture point of the worst setup path is an output pin. The xor-xnor portion of the synthesized cell area is 6.80%. TritonRoute reported its final design rule violation total as 0.

The clock tree from TritonCTS is done. The number of detailed-routing iterations run before antenna repair came out at 4. The setup violation total in the final timing report came out at 0. The max-slew headroom at the worst pin came out at 52.7%. The wire length of the first global-routing pass is 5870 um.

The combinational family with the most area after synthesis is simple AND/OR/NAND/NOR gates. The cell leakage power came out at 0.730 nW. The prevailing post-synth register cell is dfrtp_1. The start point of the critical path is iCLK_27MHz. The report lists the cells along the critical path as clkbuf_8, clkbuf_8, clkdlybuf4s50_1.

The library cell with the largest summed area after synthesis is dfrtp_1. The number of enable flip-flop cells came out at 0. The worst hold-check path type is in -> async.

The count of nets left with antenna violations after detail routing came out at 0. The top cell type in the final layout, fill and taps aside, is clkdlybuf4s50_1.
[power by group]
| group | total (mW) | switching [mW] | internal (mW) |
|---|---|---|---|
| logic | 0.00986 | 0.00746 | 0.00240 |
| registers | 0.178 | 0 | 0.178 |
| clock network | 0.333 | 0.0952 | 0.238 |
[cells by family (layout without fill, tap and decap cells)]
group	count (synthesis)	after routing
XOR/XNOR	10	10
buffers and inverters	18	54
other	1	1
AND-OR/OR-AND	29	29
flip-flops	22	22
multiplexers	1	1
AND/OR/NAND/NOR	52	52
adder cells (fa/ha/maj)	5	5
[final cells by class]
class	count	area (um^2)	share of cell area, %
Clock buffer	7	92.6	5.19
Multi-Input combinational cell	98	657	36.8
Inverter	9	33.8	1.89
Timing Repair Buffer	37	340	19.1
Clock inverter	1	5.00	0.280
Sequential cell	22	561	31.4
Tap cell	77	96.3	5.40
[layer usage]
layer / GRT usage, % / routed length, um
met2: 9.96 / 1390
met3: 3.47 / 304
met5: 0 / 0
met4: 0.870 / 0
met1: 9.48 / 1640
[flip-flops by register name, summed over array words and instances (netlist names)]
signal    flops
oVGA_VS       1
oVGA_HS       1
opixel_y     10
opixel_x     10
[repair_timing]
action,in CTS,in global routing
endpoints found under the setup margin,1,1
buffers inserted,5,3
pin swaps,1,2
hold buffers,0,0
gates resized,7,4
[worst max path at each step]
stage	endpoint	cells after the start
CTS	oVGA_ACTIVE	4
global route	oVGA_CLK	3
finish	oVGA_CLK	3
[cells in the mapped netlist (all sizes together), types with 3 or more instances]
| library cell | instances |
|---|---|
| nand3 | 6 |
| dfrtp | 20 |
| a31oi | 3 |
| xor2 | 8 |
| nand2 | 9 |
| nand4 | 4 |
| a21oi | 7 |
| inv | 9 |
| o41ai | 3 |
| or3 | 3 |
| nor2 | 19 |
| buf | 7 |
| ha | 5 |
| o21ai | 6 |
[per-stage QoR]
step	total power, mW	instances	utilization [%]	area, um^2
floorplan	0.201	138	-	1290
global placement	0.217	236	25.8	1620
detailed placement	0.218	236	25.8	1620
CTS	0.532	248	27.9	1750
global route	0.553	251	28.4	1790
finish	0.521	251	28.4	1790
[worst max-delay path, delay by kind of cell]
family	cells	cell delay, ns
buffers and inverters	3	0.63
Power is estimated from default activity; no workload was simulated.
